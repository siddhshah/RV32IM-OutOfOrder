==> design.v <==
interface mem_itf_w_mask #(
    parameter               CHANNELS = 1,
    parameter               DWIDTH = 32,
    parameter               MWIDTH = DWIDTH / 8
)(
    input   bit             clk,
    input   bit             rst
);
    logic   [31:0]          addr    [CHANNELS];
    logic   [MWIDTH-1:0]    rmask   [CHANNELS];
    logic   [MWIDTH-1:0]    wmask   [CHANNELS];
    logic   [DWIDTH-1:0]    rdata   [CHANNELS];
    logic   [DWIDTH-1:0]    wdata   [CHANNELS];
    logic                   resp    [CHANNELS];
    bit                     error = 1'b0;
    modport dut (
        input               clk,
        input               rst,
        output              addr,
        output              rmask,
        output              wmask,
        input               rdata,
        output              wdata,
        input               resp
    );
    modport mem (
        input               clk,
        input               rst,
        input               addr,
        input               rmask,
        input               wmask,
        output              rdata,
        input               wdata,
        output              resp,
        output              error
    );
    modport mon (
        input               clk,
        input               rst,
        input               addr,
        input               rmask,
        input               wmask,
        input               rdata,
        input               wdata,
        input               resp,
        output              error
    );
endinterface
interface mem_itf_wo_mask #(
    parameter               CHANNELS = 1,
    parameter               DWIDTH = 32
)(
    input   bit             clk,
    input   bit             rst
);
    logic   [31:0]          addr    [CHANNELS];
    logic                   read    [CHANNELS];
    logic                   write   [CHANNELS];
    logic   [DWIDTH-1:0]    rdata   [CHANNELS];
    logic   [DWIDTH-1:0]    wdata   [CHANNELS];
    logic                   resp    [CHANNELS];
    bit                     error = 1'b0;
    modport dut (
        input               clk,
        input               rst,
        output              addr,
        output              read,
        output              write,
        input               rdata,
        output              wdata,
        input               resp
    );
    modport mem (
        input               clk,
        input               rst,
        input               addr,
        input               read,
        input               write,
        output              rdata,
        input               wdata,
        output              resp,
        output              error
    );
    modport mon (
        input               clk,
        input               rst,
        input               addr,
        input               read,
        input               write,
        input               rdata,
        input               wdata,
        input               resp,
        output              error
    );
endinterface
interface mem_itf_banked(
    input   bit             clk,
    input   bit             rst
);
    logic   [31:0]          addr;
    logic                   read;
    logic                   write;
    logic   [63:0]          wdata;
    logic                   ready;
    logic   [31:0]          raddr;
    logic   [63:0]          rdata;
    logic                   rvalid;
    bit                     error = 1'b0;
    modport dut (
        input               clk,
        input               rst,
        output              addr,
        output              read,
        output              write,
        output              wdata,
        input               ready,
        input               raddr,
        input               rdata,
        input               rvalid
    );
    modport mem (
        input               clk,
        input               rst,
        input               addr,
        input               read,
        input               write,
        input               wdata,
        output              ready,
        output              rdata,
        output              raddr,
        output              rvalid,
        output              error
    );
    modport mon (
        input               clk,
        input               rst,
        input               addr,
        input               read,
        input               write,
        input               wdata,
        input               ready,
        input               rdata,
        input               raddr,
        input               rvalid,
        input               error
    );
endinterface
interface mon_itf#(
            parameter       CHANNELS = 1
)(
    input   bit             clk,
    input   bit             rst
);
            logic           valid     [CHANNELS];
            logic   [63:0]  order     [CHANNELS];
            logic   [31:0]  inst      [CHANNELS];
            logic   [4:0]   rs1_addr  [CHANNELS];
            logic   [4:0]   rs2_addr  [CHANNELS];
            logic   [31:0]  rs1_rdata [CHANNELS];
            logic   [31:0]  rs2_rdata [CHANNELS];
            logic   [4:0]   rd_addr   [CHANNELS];
            logic   [31:0]  rd_wdata  [CHANNELS];
                logic   [5:0]   frs1_addr [CHANNELS];
                logic   [5:0]   frs2_addr [CHANNELS];
                logic   [5:0]   frs3_addr [CHANNELS];
                logic   [31:0]  frs1_rdata[CHANNELS];
                logic   [31:0]  frs2_rdata[CHANNELS];
                logic   [31:0]  frs3_rdata[CHANNELS];
                logic   [5:0]   frd_addr  [CHANNELS];
                logic   [31:0]  frd_wdata [CHANNELS];
            logic   [31:0]  pc_rdata  [CHANNELS];
            logic   [31:0]  pc_wdata  [CHANNELS];
            logic   [31:0]  mem_addr  [CHANNELS];
            logic   [3:0]   mem_rmask [CHANNELS];
            logic   [3:0]   mem_wmask [CHANNELS];
            logic   [31:0]  mem_rdata [CHANNELS];
            logic   [31:0]  mem_wdata [CHANNELS];
            bit             halt  = 1'b0;
            bit             error = 1'b0;
endinterface
module cacheline_adapter #(
  parameter LINE_BYTES = 32,
  parameter BEAT_BYTES = 8,
  parameter BEATS      = LINE_BYTES / BEAT_BYTES
)(
  input  logic         clk,
  input  logic         rst,
  input  logic [31:0]  dfp_addr,
  input  logic         dfp_read,
  input logic         dfp_write,
  input logic [255:0] dfp_wdata,
  output logic [255:0] dfp_rdata,
  output logic         dfp_resp,
  output logic [31:0]  bmem_addr,
  output logic         bmem_write,
  output logic [63:0]  bmem_wdata,
  output logic         bmem_read,
  input  logic         bmem_ready,
  input  logic [63:0]  bmem_rdata,
  input  logic         bmem_rvalid
);
  typedef enum logic [1:0] { IDLE, S_RD_REQ, S_RD_COLLECT, S_WR_SEND } state_t;
  localparam logic [1:0] BEATS_MINUS_ONE = BEATS - 1;
  localparam integer BEAT_SHIFT = $clog2(BEAT_BYTES);
  state_t       state, next_state;
  logic [1:0]   beat_count, next_beat_count;
  logic [255:0] rdata_buffer, next_rdata_buffer;
  logic [31:0]  cur_addr, next_addr;
  logic [255:0] wdata_buffer;
  logic [255:0] next_wdata_buffer;
  always_ff @(posedge clk) begin
    if (rst) begin
      state        <= IDLE;
      beat_count   <= '0;
      rdata_buffer <= '0;
      cur_addr     <= '0;
      wdata_buffer <= '0;
    end else begin
      state        <= next_state;
      beat_count   <= next_beat_count;
      rdata_buffer <= next_rdata_buffer;
      cur_addr     <= next_addr;
      wdata_buffer <= next_wdata_buffer;
    end
  end
  always_comb begin
    bmem_addr         = cur_addr;
    bmem_read         = 1'b0;
    dfp_rdata         = rdata_buffer;
    dfp_resp          = 1'b0;
    next_state        = state;
    next_beat_count   = beat_count;
    next_rdata_buffer = rdata_buffer;
    next_wdata_buffer = wdata_buffer;
    next_addr         = cur_addr;
    bmem_wdata        = '0;
    bmem_write        = 1'b0;
    unique case (state)
      IDLE: begin
        next_beat_count   = '0;
        if (dfp_read) begin
          next_addr         = {dfp_addr[31:5], 5'b0};
          next_rdata_buffer = '0;
          next_state        = S_RD_REQ;
        end
        else if (dfp_write) begin
          next_addr         = {dfp_addr[31:5], 5'b0};
          next_wdata_buffer = dfp_wdata;
          next_state        = S_WR_SEND;
          next_beat_count   = '0;
        end
      end
      S_RD_REQ: begin
        bmem_read = 1'b1;
        bmem_addr = cur_addr;
        if (bmem_ready) begin
          next_state      = S_RD_COLLECT;
          next_beat_count = '0;
        end
      end
      S_RD_COLLECT: begin
        if (bmem_rvalid) begin
          next_rdata_buffer[(beat_count*64) +: 64] = bmem_rdata;
          if (beat_count == BEATS_MINUS_ONE) begin
            dfp_rdata  = next_rdata_buffer;
            dfp_resp   = 1'b1;
            next_state = IDLE;
          end
          next_beat_count = beat_count + 1'b1;
        end
      end
      S_WR_SEND: begin
        bmem_write = 1'b1;
        bmem_addr  = cur_addr;
        bmem_wdata = wdata_buffer[(beat_count*64) +: 64];  
      if (bmem_ready) begin
        if (beat_count == BEATS_MINUS_ONE) begin
          dfp_resp  = 1'b1;    
          next_state = IDLE;
        end
        next_beat_count = beat_count + 1'b1;
      end
    end
    default: begin
      next_state = IDLE;
    end
    endcase
  end
endmodule
==> run.sh <==
#!/bin/bash
# OpenROAD 26Q1-2900-gdf79404cd8, Yosys 0.63+post, stock flow scripts
make -C /OpenROAD-flow-scripts/flow DESIGN_CONFIG=/design/flow/config.mk WORK_HOME=/design/flow/orfs finish
==> config.mk <==
export PLATFORM = sky130hd
export DESIGN_NAME = cacheline_adapter
export DESIGN_NICKNAME = cacheline_adapter
export VERILOG_FILES = /design/flow/design.v
export SDC_FILE = /design/flow/constraint.sdc
export NUM_CORES = 4
export LEC_CHECK = 1
export CORE_AREA = 10 10 411 411
export DIE_AREA = 0 0 421 421
==> constraint.sdc <==
current_design cacheline_adapter

set clk_period 23.8
set clk_io_pct 0.2

create_clock -name clk0 -period $clk_period [get_ports {clk}]

set non_clock_inputs [all_inputs -no_clocks]
set_input_delay [expr $clk_period * $clk_io_pct] -clock clk0 $non_clock_inputs
set_output_delay [expr $clk_period * $clk_io_pct] -clock clk0 [all_outputs]
==> impl_metrics.py <==
# Auto-generated metrics
metrics = {
    "timing": {
        "final-max-slew-violation-count": 0,
        "rsz0062_at_grt": "no",
        "timing.setup.tns_ns": 0,
        "fmaxAchievable_mhz": 73.07,
        "report.final.setup_viol": 0,
        "hold_viol": 0,
        "slew-limit-headroom_pct": 32.67,
        "layout_setup_ws_ns": 10.11,
        "skew_ns": 0.02620,
        "final_min_period_over_clock_period_pct": 57.51,
        "finalWorstPathRequiredPeriod_ns": 13.69,
        "worstMarginPinSlew_ns": 1.002,
    },
    "die": {
        "fp.dieW_um": 421,
        "row_count": 147,
        "initial_core_utilization_pct": 14.41,
        "pin_count": 713,
        "die-height_um": 421,
        "core-area_um2": 160200,
        "floorplan.die_area_um2": 177200,
    },
    "power": {
        "total_power_mw": 2.319,
        "peakVddDrop_uv": 44.45,
        "power.density_nw_per_um2": 67.39,
        "leakage_nw": 12.05,
    },
    "clocking": {
        "clk_transition_reported_paths_ns": 0.06,
        "hold_bufs_inserted_after_cts": 0,
        "clockBufferDepth": 3,
        "cts-resized-gates": 0,
        "number_of_cts_inserted_buffers": 69,
        "cts.repair_timing.setup_buffer_count": 0,
        "clk_root_buffer_cell": "sky130_fd_sc_hd__clkbuf_16",
        "clock_tree.htree_level_count": 3,
        "numClockSinks": 545,
        "worstSkewPairLatency_ns": 0.67,
        "tritoncts": "built",
    },
    "flow_run": {
        "cap_viol_max_count": 0,
        "warning_count": 40,
    },
    "synth": {
        "yosys.area.top_type_share_pct": 47.26,
        "synth_top_flop_cell": "sky130_fd_sc_hd__dfxtp_1",
        "synth.cellmix.xorXnorShare_pct": 0,
        "synthesis.area_per_instance_um2": 9.011,
        "syn_inst": 2562,
        "synth-edff-count": 0,
        "post_synth_mux_area_share_pct": 6.336,
        "ys_ff": 545,
        "top_cell": "sky130_fd_sc_hd__nand2_1",
        "synthDominantAreaCellType": "sky130_fd_sc_hd__dfxtp_1",
        "synth.cell_area_um2": 23090,
        "topCellsByArea": "sky130_fd_sc_hd__dfxtp_1 47%, sky130_fd_sc_hd__nand2_1 12%, sky130_fd_sc_hd__a22o_1 11%",
        "ys_sh_simple_pct": 15.80,
        "top_cells_by_count_synth": "709 x sky130_fd_sc_hd__nand2_1, 545 x sky130_fd_sc_hd__dfxtp_1, 289 x sky130_fd_sc_hd__a21oi_1, 286 x sky130_fd_sc_hd__a22o_1, 210 x sky130_fd_sc_hd__clkbuf_1",
        "synth_stat.cells": 2562,
        "sequential_share_of_the_synthesized_area_pct": 47.26,
        "share_of_synthesized_cell_area_in_and_or_and_or_and_compound_cells_pct": 24.46,
        "largest_combinational_cell_category_by_area": "AND-OR/OR-AND gates",
        "area_reported_by_yosys_stat_um2": 23090,
        "synth-async-reset-ratio_pct": 0,
        "ys.warnings.count": 1,
        "synth.cellmix.adderShare_pct": 0.2710,
        "netlist-cell-type-count": 39,
    },
    "setup_path": {
        "crit_path_max_fanout": 55,
        "cpPeakStageDelay_ns": 0.72,
        "cp_slowest_cell": "sky130_fd_sc_hd__or3_2",
        "setup.worst_path.class": "in2out",
        "worstSetupEndpointType": "output port",
        "cp_cell_sequence": "clkdlybuf4s50_1 -> nand2_1 -> or3_2 -> buf_4 -> nor4_4 -> buf_4 -> buf_4 -> a22o_1 -> clkdlybuf4s50_1",
        "cp_top_family": "buffers and inverters",
        "reg2reg_setup_slack_ns": 19.70,
        "timing.critical_path.mode_cell": "sky130_fd_sc_hd__buf_4",
        "cp.required_ns": 19.04,
        "cp-start-kind": "input port",
        "crit_arrival_ns": 8.93,
        "cp_num_buf_inv": 5,
    },
    "grt": {
        "global_route_wire_length_before_repair_mm": 159.9,
        "pin_count_of_the_biggest_net_entering_global_routing": 121,
        "globalRouteOverflowTotal": 0,
        "first_global_vias": 21090,
        "grt_antenna_before_repair": 33,
        "grt.total_usage_pct": 12.46,
    },
    "routing": {
        "first_pass_iters": 6,
        "initialDrtViolationCount": 2089,
        "vias": 22250,
        "detail_route.wl_per_cell_um": 21.56,
        "remaining_drc_errors": 0,
        "viasPerCell": 4.183,
        "postRouteAntennaNets": 0,
        "wirelength_mm": 114.7,
    },
    "final_layout": {
        "area_delta_synth_final_pct": 49.06,
        "layout-drive-gt1-share_pct": 7.889,
        "postLayoutCoreUtil_pct": 21.48,
        "filler_cell_count": 17280,
    },
    "outcome": {
        "outcome": "complete, no violations",
    },
    "placed_design": {
        "dpl.hpwl_mm": 81.84,
        "number_of_buffers_inserted_by_port_buffering": 702,
        "place_ws_ns": 10.14,
        "gp_congestion": 0.9070,
    },
    "hold_path": {
        "timing.hold.worst.class": "reg2reg",
    },
}
[logic make-up after synthesis]
group,after synthesis
AND/OR/NAND/NOR,881
buffers and inverters,314
adder cells (fa/ha/maj),5
other,1
flip-flops,545
AND-OR/OR-AND,750
multiplexers,66
[per-layer routing]
| layer | part of all wire, % | vias up | global-route usage [%] |
|---|---|---|---|
| li1 | - | 10230 | - |
| met1 | 37 | 10990 | 14.45 |
| met2 | 50 | 808 | 20.50 |
| met3 | 7.1 | 215 | 3.440 |
| met4 | 6.2 | 8 | 7.310 |
| met5 | 0.10 | - | 0.3493 |
[where the power goes]
| group | switching, mW | total [mW] | internal [mW] |
|---|---|---|---|
| Combinational | 0.146 | 0.262 | 0.116 |
| Clock | 0.442 | 1.08 | 0.638 |
| Sequential | 0.0256 | 0.978 | 0.952 |
| Total | 0.613 | 2.32 | 1.71 |
[through the flow]
stage | instances | hold slack (ns) | cell area (µm²)
2_1_floorplan | 2566 | 0.4218 | 23100
3_3_place_gp | 5168 | 0.4402 | 32050
3_5_place_dp | 5168 | 0.4435 | 32050
4_1_cts | 5291 | 0.4519 | 34340
5_1_grt | 5316 | 0.4661 | 34400
6_report | 5319 | 0.4510 | 34410
[tightest hold or removal path: stages, from the launching register on]
cell	delay, ns
sky130_fd_sc_hd__dfxtp_1	0.30
sky130_fd_sc_hd__nand2_1	0.05
sky130_fd_sc_hd__a21oi_1	0.05
[area by class of cell]
cell class,instances,area [µm²],area share [%]
tap,2160,2703,7.854
clock inverter,21,252.7,0.7345
timing repair buffer,752,7432,21.60
inverter,4,15.01,0.04363
antenna,28,70.07,0.2036
clock buffer,102,2034,5.912
multi-input combinational,1707,10980,31.92
sequential,545,10920,31.74
[worst paths after layout]
path,startpoint,end,cells after the start
worst max-delay path,bmem_rvalid,dfp_rdata[153],9
worst min-delay path,wdata_buffer[163],wdata_buffer[163],2
worst max register to register,state[3],wdata_buffer[105],7
worst min register to register,wdata_buffer[163],wdata_buffer[163],2
[cells in the final DEF (no fill, tap or decap), drive strengths merged, types with 6 or more instances in the layout]
master         synthesis  layout
nor3                   9       9
buf                   41      51
nor2                  14      14
a32o                 159     159
a22o                 286     286
clkbuf               269     102
inv                    4      10
nand2                709     709
nand3                 67      67
diode                  0      28
a21oi                289     289
clkinv                 0       9
clkdlybuf4s50          0     701
mux4                  64      64
o21ai                  6       6
and2                  66      66
dfxtp                545     545
[sequential cells by signal, summed over array words and instances, names as in the netlist]
name	count
state	4
cur_addr	27
rdata_buffer	256
wdata_buffer	256
beat_count	2
Power and IR drop assume default switching activity.
