==> flow/design.v <==
interface mem_itf_w_mask #(
    parameter               CHANNELS = 1,
    parameter               DWIDTH = 32,
    parameter               MWIDTH = DWIDTH / 8
)(
    input   bit             clk,
    input   bit             rst
);
    logic   [31:0]          addr    [CHANNELS];
    logic   [MWIDTH-1:0]    rmask   [CHANNELS];
    logic   [MWIDTH-1:0]    wmask   [CHANNELS];
    logic   [DWIDTH-1:0]    rdata   [CHANNELS];
    logic   [DWIDTH-1:0]    wdata   [CHANNELS];
    logic                   resp    [CHANNELS];
    bit                     error = 1'b0;
    modport dut (
        input               clk,
        input               rst,
        output              addr,
        output              rmask,
        output              wmask,
        input               rdata,
        output              wdata,
        input               resp
    );
    modport mem (
        input               clk,
        input               rst,
        input               addr,
        input               rmask,
        input               wmask,
        output              rdata,
        input               wdata,
        output              resp,
        output              error
    );
    modport mon (
        input               clk,
        input               rst,
        input               addr,
        input               rmask,
        input               wmask,
        input               rdata,
        input               wdata,
        input               resp,
        output              error
    );
endinterface
interface mem_itf_wo_mask #(
    parameter               CHANNELS = 1,
    parameter               DWIDTH = 32
)(
    input   bit             clk,
    input   bit             rst
);
    logic   [31:0]          addr    [CHANNELS];
    logic                   read    [CHANNELS];
    logic                   write   [CHANNELS];
    logic   [DWIDTH-1:0]    rdata   [CHANNELS];
    logic   [DWIDTH-1:0]    wdata   [CHANNELS];
    logic                   resp    [CHANNELS];
    bit                     error = 1'b0;
    modport dut (
        input               clk,
        input               rst,
        output              addr,
        output              read,
        output              write,
        input               rdata,
        output              wdata,
        input               resp
    );
    modport mem (
        input               clk,
        input               rst,
        input               addr,
        input               read,
        input               write,
        output              rdata,
        input               wdata,
        output              resp,
        output              error
    );
    modport mon (
        input               clk,
        input               rst,
        input               addr,
        input               read,
        input               write,
        input               rdata,
        input               wdata,
        input               resp,
        output              error
    );
endinterface
interface mem_itf_banked(
    input   bit             clk,
    input   bit             rst
);
    logic   [31:0]          addr;
    logic                   read;
    logic                   write;
    logic   [63:0]          wdata;
    logic                   ready;
    logic   [31:0]          raddr;
    logic   [63:0]          rdata;
    logic                   rvalid;
    bit                     error = 1'b0;
    modport dut (
        input               clk,
        input               rst,
        output              addr,
        output              read,
        output              write,
        output              wdata,
        input               ready,
        input               raddr,
        input               rdata,
        input               rvalid
    );
    modport mem (
        input               clk,
        input               rst,
        input               addr,
        input               read,
        input               write,
        input               wdata,
        output              ready,
        output              rdata,
        output              raddr,
        output              rvalid,
        output              error
    );
    modport mon (
        input               clk,
        input               rst,
        input               addr,
        input               read,
        input               write,
        input               wdata,
        input               ready,
        input               rdata,
        input               raddr,
        input               rvalid,
        input               error
    );
endinterface
interface mon_itf#(
            parameter       CHANNELS = 1
)(
    input   bit             clk,
    input   bit             rst
);
            logic           valid     [CHANNELS];
            logic   [63:0]  order     [CHANNELS];
            logic   [31:0]  inst      [CHANNELS];
            logic   [4:0]   rs1_addr  [CHANNELS];
            logic   [4:0]   rs2_addr  [CHANNELS];
            logic   [31:0]  rs1_rdata [CHANNELS];
            logic   [31:0]  rs2_rdata [CHANNELS];
            logic   [4:0]   rd_addr   [CHANNELS];
            logic   [31:0]  rd_wdata  [CHANNELS];
                logic   [5:0]   frs1_addr [CHANNELS];
                logic   [5:0]   frs2_addr [CHANNELS];
                logic   [5:0]   frs3_addr [CHANNELS];
                logic   [31:0]  frs1_rdata[CHANNELS];
                logic   [31:0]  frs2_rdata[CHANNELS];
                logic   [31:0]  frs3_rdata[CHANNELS];
                logic   [5:0]   frd_addr  [CHANNELS];
                logic   [31:0]  frd_wdata [CHANNELS];
            logic   [31:0]  pc_rdata  [CHANNELS];
            logic   [31:0]  pc_wdata  [CHANNELS];
            logic   [31:0]  mem_addr  [CHANNELS];
            logic   [3:0]   mem_rmask [CHANNELS];
            logic   [3:0]   mem_wmask [CHANNELS];
            logic   [31:0]  mem_rdata [CHANNELS];
            logic   [31:0]  mem_wdata [CHANNELS];
            bit             halt  = 1'b0;
            bit             error = 1'b0;
endinterface
module store_guard #(
  parameter NUM_ROB_ENTRIES = 64
)(
  input  logic clk,
  input  logic rst,
  input  logic flush,
  input  logic [$clog2(NUM_ROB_ENTRIES)-1:0] rob_head_idx,
  input  logic alloc_store_valid,
  input  logic [$clog2(NUM_ROB_ENTRIES)-1:0] alloc_store_rob_idx,
  input  logic commit_store_valid,
  input  logic [$clog2(NUM_ROB_ENTRIES)-1:0] commit_store_rob_idx,
  input  logic [$clog2(NUM_ROB_ENTRIES)-1:0] cand_rob_idx,
  output logic                               cand_has_older_store_unknown
);
  localparam ROBW = $clog2(NUM_ROB_ENTRIES);
  typedef logic [ROBW-1:0] rob_idx_t;
  typedef logic [ROBW:0]   rob_age_t;
  localparam rob_age_t N_EXT = rob_age_t'(NUM_ROB_ENTRIES);
  logic [NUM_ROB_ENTRIES-1:0] pending_q, pending_d;
  function automatic rob_age_t unwrap(input rob_idx_t x, input rob_idx_t head);
    rob_age_t x_ext, head_ext;
    begin
      x_ext    = rob_age_t'(x);
      head_ext = rob_age_t'(head);
      if (x >= head) unwrap = x_ext - head_ext;
      else           unwrap = x_ext + N_EXT - head_ext;
    end
  endfunction
  rob_age_t age_cand;
  rob_idx_t j_idx;
  rob_age_t age_j;
  always_comb begin
    pending_d = pending_q;
    if (alloc_store_valid)
      pending_d[alloc_store_rob_idx] = 1'b1;
    if (commit_store_valid)
      pending_d[commit_store_rob_idx] = 1'b0;
  end
  always_comb begin
    cand_has_older_store_unknown = 1'b0;
    age_cand = unwrap(rob_idx_t'(cand_rob_idx), rob_idx_t'(rob_head_idx));
    for (integer j = 0; j < NUM_ROB_ENTRIES; j++) begin 
      if (pending_q[j]) begin
        j_idx = rob_idx_t'(j);
        age_j = unwrap(j_idx, rob_idx_t'(rob_head_idx));
        if (age_j < age_cand)
          cand_has_older_store_unknown = 1'b1;
      end
    end
  end
  always_ff @(posedge clk) begin
    if (rst || flush)
      pending_q <= '0;
    else
      pending_q <= pending_d;
  end
endmodule
==> flow/run.sh <==
#!/bin/bash
# OpenROAD 26Q1-2900-gdf79404cd8, Yosys 0.63+post, stock flow scripts
make -C /OpenROAD-flow-scripts/flow DESIGN_CONFIG=/design/flow/config.mk WORK_HOME=/design/flow/orfs finish
==> flow/config.mk <==
export PLATFORM = sky130hd
export DESIGN_NAME = store_guard
export DESIGN_NICKNAME = store_guard
export VERILOG_FILES = /design/flow/design.v
export SDC_FILE = /design/flow/constraint.sdc
export NUM_CORES = 4
export LEC_CHECK = 1
export CORE_UTILIZATION = 50
export SYNTH_HDL_FRONTEND = slang
==> flow/constraint.sdc <==
current_design store_guard

set clk_period 12.0
set clk_io_pct 0.2

create_clock -name clk0 -period $clk_period [get_ports {clk}]

set non_clock_inputs [all_inputs -no_clocks]
set_input_delay [expr $clk_period * $clk_io_pct] -clock clk0 $non_clock_inputs
set_output_delay [expr $clk_period * $clk_io_pct] -clock clk0 [all_outputs]
==> metrics.cfg <==
[floorplan]
die_width_um=154
core_area_mm2=0.0226
num_rows=55
io_pins=30
dieArea_mm2=0.0237
fp_util=0.510
die_y_um=154

[logic_synthesis]
ys_cells=1491
top_area_frac=0.273
synth-edff-count=0
ys_seq_frac=0.111
yosys-stat-area_mm2=0.0115
most_common_cell=ha_1
simple_gate_share=0.249
ys_async_sr_fraction=0
top_area_cell=ha_1
synth_area_per_cell_um2=7.74
synth-xor-area-share=0.0706
adder_share=0.275
top_cells_by_count=252 x ha_1, 139 x nand2_1, 137 x a21oi_1
netlist_area_mm2=0.0115
topCombFamilyByArea=adder cells
top_cells_by_area=ha_1 27%, dfxtp_1 11%, a21oi_1 5.9%
ys_ff=64
ff_type=dfxtp_1
synth_cells=1491
compound_area_frac=0.233
synth-warning-count=0
netlist-cell-type-count=73
mux_area_frac=0.00271

[timing]
tightest_slew_ns=1.00
slew_headroom=0.329
min_period_ns=11.41
setup_viol=0
rsz0062_at_grt=no
fmax_ghz=0.0876
fin_setup_tns_ns=0
post-route-period-util=0.951
hold_viol=0
worst_slack_ns=0.589
slew_violations=0
fin_skew_ns=0

[clocking]
clkTransAtPathRegs_ns=0.06
cts_hold_buf=0
clockBufferDepth=2
ctsHtreeMaxLevel=3
cts_tree=built
numCtsBuffers=9
post_cts_buffers=0
postCtsResizedCells=0
clk_root_buffer_cell=clkbuf_16
clkSinkCount=64
clock_latency_ns=0.33

[place]
pre_cts_ws_ns=0.817
finalWeightedCongestion=1.14
dpl.hpwl_um=40800
numPortBuffers=29

[grt]
grtUsageMet2=0.616
track_usage=0.438
grt_antenna_before_repair=4
busiest_layer=met2
grt_pass1_wl_um=73000
use_met3=0.134
first_global_vias=10846
grt_max_degree=65
use_met1=0.612
overflow=0

[power_and_ir_drop]
seqPwrFrac=0.197
switching_share=0.447
p_comb_frac=0.554
switching_power_uw=486
internal_power_uw=601
pwr-share-clk=0.249
cellLeakagePower_uw=0.00507
peakVddDrop_v=0.0000800
p_per_area_mw_per_mm2=86.2

[critical_path]
r2r_start=pending_q[59]
path_class=in -> out
cp-start-kind=primary input
cp_data_arrival_time_ns=9.01
required_ns=9.60
cp_max_fo=14
rrSetupSlack_ns=11.13
worstSetupEndpointType=output port
reg2reg_to=pending_q[59]
worstRegToRegCells=2

[drt]
wl_per_cell_um=28.2
drc_errors=0
first_pass_iters=5
vias=12009
routed_via_density=6.70
drt_first_iter_violations=1373
wl_um=50600
ant_nets=0
n_antenna_cell=0

[layout]
drive_above_1_share=0.0723
largest_register_ff_count=64
syn2layout_area_growth_pct=9.35
top_register=pending_q
top_regs=pending_q: 64 flops

[run]
warning_count=61
maxCapViolations=0

[worst_hold_path]
min_delay_worst_endpoint=pending_q[26]
min-delay-start=pending_q[26]
min_path_cells=2
worst_hold_path_type=reg -> reg

[status]
status=completed

==> critical path, cell delays in order <==
cell and delay [ns]:
clkdlybuf4s50_1 0.77, inv_1 0.35, ha_1 0.41, a211oi_1 0.25, o31ai_1 0.13, mux2i_1 0.13
a31oi_1 0.47, nor2_1 0.15, a311oi_4 0.70, buf_4 0.34, ha_1 0.26, nor4bb_1 0.15
a2111oi_0 0.81, o2111ai_1 0.26, nor4_1 0.32, nand4_1 0.20, nor4_1 0.30, nand2_1 0.17
clkdlybuf4s50_1 0.43
==> per-stage QoR <==
stage                     instances  utilization  hold slack, ns  area (µm²)  total power (µW)
after global routing           1793        0.557           0.560       12600              1160
after CTS                      1793        0.557           0.529       12600              1070
final                          1793        0.557           0.530       12600              1090
after detailed placement       1778        0.544           0.522       12300               800
after global placement         1778        0.544           0.518       12300               798
after floorplan                1491            -           0.490       11500               594
==> per-layer routing <==
metal / routed length [µm] / vias to the layer above
li1: - / 5611
met1: 21000 / 5540
met2: 20400 / 709
met3: 6060 / 143
met4: 3100 / 6
met5: 33 / -
==> worst max-delay path by stage <==
stage / start / endpoint / slack, ns / cells after the start
final: rob_head_idx[1] / cand_has_older_store_unknown / 0.59 / 19
after global routing: rob_head_idx[1] / cand_has_older_store_unknown / 0.30 / 19
after CTS: rob_head_idx[1] / cand_has_older_store_unknown / 0.79 / 19
==> placed cells by master (no fill, tap or decap), types with 27 or more instances in the layout <==
| cell type | n |
|---|---|
| nand2_1 | 139 |
| nor3b_1 | 61 |
| ha_1 | 252 |
| a21oi_1 | 137 |
| nor2_1 | 56 |
| o21ai_0 | 70 |
| a31oi_1 | 34 |
| buf_4 | 39 |
| clkdlybuf4s50_1 | 27 |
| nand3_1 | 36 |
| nor4b_1 | 54 |
| xnor2_1 | 78 |
| dfxtp_1 | 64 |
| inv_1 | 105 |
| a211oi_1 | 75 |
==> final cells by class <==
class,count,area [µm²]
clock buffers,9,225
inverters,108,405
fillers,2158,10000
flip-flops and latches,64,1280
well taps,285,357
repair buffers,71,633
multi-input cells,1250,9630
clock inverters,6,85.1
==> power groups by stage <==
stage | combinational, µW | sequential (µW) | clock [µW]
6_report | 603 | 214 | 271
5_1_grt | 660 | 214 | 285
4_1_cts | 584 | 214 | 273
==> cell families after synthesis <==
| family | count (synthesis) |
|---|---|
| other | 1 |
| muxes | 3 |
| and+or+nand+nor | 486 |
| AOI/OAI and AO/OA | 414 |
| adders and majority gates | 253 |
| xor gates and xnor gates | 93 |
| DFF | 64 |
| buffers and inverters | 177 |
Power figures rest on the tool's default switching activity, not on a simulated workload.
