==> design/flow/design.v <==
interface mem_itf_w_mask #(
    parameter               CHANNELS = 1,
    parameter               DWIDTH = 32,
    parameter               MWIDTH = DWIDTH / 8
)(
    input   bit             clk,
    input   bit             rst
);
    logic   [31:0]          addr    [CHANNELS];
    logic   [MWIDTH-1:0]    rmask   [CHANNELS];
    logic   [MWIDTH-1:0]    wmask   [CHANNELS];
    logic   [DWIDTH-1:0]    rdata   [CHANNELS];
    logic   [DWIDTH-1:0]    wdata   [CHANNELS];
    logic                   resp    [CHANNELS];
    bit                     error = 1'b0;
    modport dut (
        input               clk,
        input               rst,
        output              addr,
        output              rmask,
        output              wmask,
        input               rdata,
        output              wdata,
        input               resp
    );
    modport mem (
        input               clk,
        input               rst,
        input               addr,
        input               rmask,
        input               wmask,
        output              rdata,
        input               wdata,
        output              resp,
        output              error
    );
    modport mon (
        input               clk,
        input               rst,
        input               addr,
        input               rmask,
        input               wmask,
        input               rdata,
        input               wdata,
        input               resp,
        output              error
    );
endinterface
interface mem_itf_wo_mask #(
    parameter               CHANNELS = 1,
    parameter               DWIDTH = 32
)(
    input   bit             clk,
    input   bit             rst
);
    logic   [31:0]          addr    [CHANNELS];
    logic                   read    [CHANNELS];
    logic                   write   [CHANNELS];
    logic   [DWIDTH-1:0]    rdata   [CHANNELS];
    logic   [DWIDTH-1:0]    wdata   [CHANNELS];
    logic                   resp    [CHANNELS];
    bit                     error = 1'b0;
    modport dut (
        input               clk,
        input               rst,
        output              addr,
        output              read,
        output              write,
        input               rdata,
        output              wdata,
        input               resp
    );
    modport mem (
        input               clk,
        input               rst,
        input               addr,
        input               read,
        input               write,
        output              rdata,
        input               wdata,
        output              resp,
        output              error
    );
    modport mon (
        input               clk,
        input               rst,
        input               addr,
        input               read,
        input               write,
        input               rdata,
        input               wdata,
        input               resp,
        output              error
    );
endinterface
interface mem_itf_banked(
    input   bit             clk,
    input   bit             rst
);
    logic   [31:0]          addr;
    logic                   read;
    logic                   write;
    logic   [63:0]          wdata;
    logic                   ready;
    logic   [31:0]          raddr;
    logic   [63:0]          rdata;
    logic                   rvalid;
    bit                     error = 1'b0;
    modport dut (
        input               clk,
        input               rst,
        output              addr,
        output              read,
        output              write,
        output              wdata,
        input               ready,
        input               raddr,
        input               rdata,
        input               rvalid
    );
    modport mem (
        input               clk,
        input               rst,
        input               addr,
        input               read,
        input               write,
        input               wdata,
        output              ready,
        output              rdata,
        output              raddr,
        output              rvalid,
        output              error
    );
    modport mon (
        input               clk,
        input               rst,
        input               addr,
        input               read,
        input               write,
        input               wdata,
        input               ready,
        input               rdata,
        input               raddr,
        input               rvalid,
        input               error
    );
endinterface
interface mon_itf#(
            parameter       CHANNELS = 1
)(
    input   bit             clk,
    input   bit             rst
);
            logic           valid     [CHANNELS];
            logic   [63:0]  order     [CHANNELS];
            logic   [31:0]  inst      [CHANNELS];
            logic   [4:0]   rs1_addr  [CHANNELS];
            logic   [4:0]   rs2_addr  [CHANNELS];
            logic   [31:0]  rs1_rdata [CHANNELS];
            logic   [31:0]  rs2_rdata [CHANNELS];
            logic   [4:0]   rd_addr   [CHANNELS];
            logic   [31:0]  rd_wdata  [CHANNELS];
                logic   [5:0]   frs1_addr [CHANNELS];
                logic   [5:0]   frs2_addr [CHANNELS];
                logic   [5:0]   frs3_addr [CHANNELS];
                logic   [31:0]  frs1_rdata[CHANNELS];
                logic   [31:0]  frs2_rdata[CHANNELS];
                logic   [31:0]  frs3_rdata[CHANNELS];
                logic   [5:0]   frd_addr  [CHANNELS];
                logic   [31:0]  frd_wdata [CHANNELS];
            logic   [31:0]  pc_rdata  [CHANNELS];
            logic   [31:0]  pc_wdata  [CHANNELS];
            logic   [31:0]  mem_addr  [CHANNELS];
            logic   [3:0]   mem_rmask [CHANNELS];
            logic   [3:0]   mem_wmask [CHANNELS];
            logic   [31:0]  mem_rdata [CHANNELS];
            logic   [31:0]  mem_wdata [CHANNELS];
            bit             halt  = 1'b0;
            bit             error = 1'b0;
endinterface
module gshare_predictor #(
    parameter integer GHR_BITS    = 10,
    parameter integer BHT_ENTRIES = 1024,
    localparam integer BHT_IDX_BITS = $clog2(BHT_ENTRIES)
) (
    input logic                     clk,
    input  logic                     rst,
    input  logic [31:0]              pc,
    output logic                     predict_taken,
    output logic [BHT_IDX_BITS-1:0] bht_idx_out,
    input  logic                     update_valid,
    input  logic [BHT_IDX_BITS-1:0]              update_bht_idx,
    input  logic                     update_taken  
);
    logic [GHR_BITS-1:0] ghr_q, ghr_d;
    typedef logic [1:0] bht_entry_t;
    bht_entry_t bht [BHT_ENTRIES];
    function automatic bht_entry_t increment_counter(input bht_entry_t counter);
        case (counter)
            2'b00: increment_counter = 2'b01;
            2'b01: increment_counter = 2'b10;
            2'b10: increment_counter = 2'b11;
            default: increment_counter = 2'b11;  
        endcase
    endfunction
    function automatic bht_entry_t decrement_counter(bht_entry_t counter);
         case (counter)
              2'b01: decrement_counter =  2'b00;
              2'b10: decrement_counter =  2'b01;
              2'b11: decrement_counter =  2'b10;
              default: decrement_counter = 2'b00;
         endcase
    endfunction
    assign bht_idx_out = (pc[BHT_IDX_BITS+1:2]) ^ ghr_q[BHT_IDX_BITS-1:0];
    bht_entry_t ctr_f;
    assign ctr_f = bht[bht_idx_out];
    assign predict_taken = ctr_f[1];
    always_comb begin
        ghr_d = ghr_q;
        if (update_valid) begin
            ghr_d = {ghr_q[GHR_BITS-2:0], 1'b1};
        end
    end
    integer i;
    always_ff @(posedge clk) begin
        if(rst) begin 
            ghr_q <= '0;
            for (i = 0; i < BHT_ENTRIES; i++) begin
                bht[i] <= 2'b10;  
            end
        end else begin
            ghr_q <= ghr_d;
            if (update_valid) begin        
                if (update_taken) begin
                    bht[update_bht_idx] <= increment_counter(bht[update_bht_idx]);
                end else begin
                    bht[update_bht_idx] <= decrement_counter(bht[update_bht_idx]);
                end
            end
        end
    end
endmodule
==> design/flow/run.sh <==
#!/bin/bash
# OpenROAD 26Q1-2900-gdf79404cd8, Yosys 0.63+post, stock flow scripts
make -C /OpenROAD-flow-scripts/flow DESIGN_CONFIG=/design/flow/config.mk WORK_HOME=/design/flow/orfs finish
==> design/flow/config.mk <==
export PLATFORM = sky130hd
export DESIGN_NAME = gshare_predictor
export DESIGN_NICKNAME = gshare_predictor
export VERILOG_FILES = /design/flow/design.v
export SDC_FILE = /design/flow/constraint.sdc
export NUM_CORES = 4
export LEC_CHECK = 1
export CORE_UTILIZATION = 50
==> design/flow/constraint.sdc <==
current_design gshare_predictor

set clk_period 147.7
set clk_io_pct 0.2

create_clock -name clk0 -period $clk_period [get_ports {clk}]

set non_clock_inputs [all_inputs -no_clocks]
set_input_delay [expr $clk_period * $clk_io_pct] -clock clk0 $non_clock_inputs
set_output_delay [expr $clk_period * $clk_io_pct] -clock clk0 [all_outputs]
==> results_slide.txt <==
Implementation Results

Die
  – Core region area: 223000 um2
  – Top-Level Pins: 57
  – Chip Area: 226000 um2
  – Chip height: 475 um
  – Starting Density: 50.4%
  – Die width: 475 um
  – Site Rows: 173

GRT
  – Vias in the first global route: 85300
  – Total track usage: 46.7%
  – Global Route met3 Usage: 39.8%
  – Initial antenna violation count: 22
  – GR Util met2: 58.7%
  – Largest net degree at the start of global routing: 133
  – GRT busiest layer: met2
  – Total grt overflow: 0
  – GR met1 Demand/Resource: 54.1%
  – First-pass GRT wire length: 665000 um

Placed design
  – Port Buf Inserts: 34
  – Placement Setup Slack: 82.31 ns
  – GP Congestion: 1.05
  – Detailed placement HPWL: 288000 um
  – Placed inst area: 115000 um2

Clocking
  – H-tree depth: 4
  – CTS clk-pin slew, worst paths: 0.06 ns
  – Clk latency late pin: 0.92 ns
  – CTS Hold Bufs: 0
  – CTS tree: done
  – Num CTS Buffers: 221
  – Post_cts resized: 0
  – Sinks on Clock Net: 2058
  – Root Driver: clkbuf_16
  – Post-CTS Setup Repair Bufs: 0
  – CTS Buffer Depth: 3

Job
  – Max_cap viols: 0
  – OpenROAD warnings: 60

Final timing
  – Slew at the pin closest to its max-slew limit: 1.14 ns
  – Fin Setup TNS: 0 ns
  – Unrepaired setup endpoints after global routing: false
  – Fmax: 0.0152 GHz
  – Final min period: 65.86 ns
  – Relative slew slack: 21.8%
  – Cycle use final: 44.6%
  – Layout Skew: 0.0519 ns
  – Final hold vios: 0
  – Slew Limit Fails: 0
  – Final setup margin: 81.84 ns
  – Setup violations, final: 0

Routing
  – Via density: 7.22
  – Drt pass-1 iters: 8
  – DRC: 0
  – Via count: 85700
  – Remaining antenna violation count after routing: 0
  – Final WL: 482000 um
  – Initial DRC count: 8074
  – Drt wl/cell: 40.6 um

Finish
  – Share of layout cells above drive strength 1: 17.8%
  – Final Instance Area: 122000 um2
  – P&R area growth vs syn: 8.60%

Yosys
  – Mapped Cells: 9287
  – Flops after synth: 2058
  – Avg Inst Size Synth: 12.1 um2
  – Post-synth top area share: 54.9%
  – Most area-hungry cell type in the Yosys netlist: edfxtp_1
  – Ys cells: 9287
  – Top cells by area: edfxtp_1 55%, mux2i_1 8.4%, a21o_1 6.0%
  – Commonest cells in the netlist: 2048 x edfxtp_1, 1036 x nand3_1, 942 x mux2i_1
  – YS warnings: 1
  – Number of enable flip-flop cells: 2048
  – Post-synth seq share: 55.1%
  – Unique cell types: 72
  – FFs w/ async S/R, synth: 0%
  – Most instantiated library cell after synthesis: edfxtp_1
  – Synthesized cell area: 112000 um2
  – YS chip area: 112000 um2
  – Post-synth top flop: edfxtp_1

Setup path
  – Worst path cell trace: clkdlybuf4s50_1, xnor2_2, buf_4, inv_6, buf_4, buf_4, mux4_2, a22oi_1, and3_1, a211oi_1, o2111ai_1, o31ai_1, buf_4, a41oi_1, nand3_1, clkdlybuf4s50_1
  – Most common cell on crit path: buf_4
  – Slowest stage cell, crit path: o2111ai_1
  – WP data required: 118.16 ns
  – CP max stage delay: 0.98 ns
  – Top Family by Delay on Critical Path: buffers and inverters
  – CP Launch Type: input pin
  – CP arrival: 36.32 ns
  – Crit. End Element: primary output
  – Crit path kind: input pin to primary output
  – Worst Path Buf+Inv: 7
  – CP max FO: 29

Power and ir drop
  – PwrDens: 11.4 nW/um2
  – Pleak: 41.0 nW
  – Maximum vdd drop: 0.0000120 V

Min path
  – Worst min-delay path class: flip-flop to flip-flop

Run status
  – Status: completed
[kinds of logic after synthesis]
group | count (synthesis) | share of synthesized area [%]
compound gates | 1762 | 11.1
xor+xnor | 10 | 0.0782
fa+ha+maj | 2 | 0.0190
buf+inv | 1289 | 5.28
flops | 2058 | 55.1
mux | 1205 | 13.7
simple gates | 2961 | 14.8
[state kept, by name (all words and copies together) (netlist names)]
name / flops
ghr_q: 10
bht: 2048
[tightest hold or removal path, cell delays in order (launching register included)]
cell	delay [ns]
dfxtp_1	0.34
mux2i_1	0.07
nor2_1	0.07
[power by group]
part / internal [W] / switching [W] / total [W]
clock network: 0.000307 / 0.000241 / 0.000548
registers: 0.000651 / 0.00000329 / 0.000654
logic: 0.0000432 / 0.000147 / 0.000190
[cell type report]
| cell class | count | area [um2] |
|---|---|---|
| diodes | 28 | 70.1 |
| clock buffers | 268 | 5750 |
| clock inverters | 127 | 1160 |
| fillers | 18100 | 101000 |
| inverters | 10 | 57.6 |
| multi-input cells | 5940 | 45500 |
| flip-flops and latches | 2058 | 61700 |
| well taps | 2975 | 3720 |
| repair buffers | 464 | 3740 |
[metrics by stage]
stage | power, W | std cells | utilization, % | hold slack, ns
after CTS | 0.00138 | 11800 | 54.7 | 0.522
after floorplan | 0.000790 | 9287 | - | 0.471
after global routing | 0.00142 | 11800 | 54.7 | 0.577
after global placement | 0.000848 | 11400 | 51.5 | 0.503
final | 0.00139 | 11900 | 54.7 | 0.514
after detailed placement | 0.000848 | 11400 | 51.5 | 0.505
[routing by layer]
| layer | vias to the layer above | wire length [um] |
|---|---|---|
| met1 | 42000 | 146000 |
| li1 | 34800 | - |
| met3 | 1747 | 101000 |
| met4 | 79 | 36800 |
| met2 | 7105 | 195000 |
| met5 | - | 2860 |
[worst paths after layout]
check | slack (ns) | end | cells after the start | start
worst max register to register | 140.24 | bht[423][1] | 13 | bht[159][0]
worst max-delay path | 81.84 | predict_taken | 16 | pc[3]
worst min register to register | 0.51 | ghr_q[9] | 2 | ghr_q[9]
worst min-delay path | 0.51 | ghr_q[9] | 2 | ghr_q[9]
[cells in the final DEF, fill, tap and decap left out, drive strengths merged, types with 10 or more instances in the layout]
master,synthesis,layout
a21oi,134,134
dfxtp,10,10
nor2,178,178
o2111ai,26,26
or2,10,10
mux4,259,259
o21bai,92,92
edfxtp,2048,2048
clkinv,4,97
nand4,36,36
a22oi,46,46
a31oi,16,16
o221ai,19,19
clkbuf,802,269
bufinv,0,18
o21ai,41,41
nand2,391,391
a21o,902,902
nor3,1086,1086
nand3,1036,1036
buf,477,435
o22ai,404,404
mux2i,942,942
a2111oi,12,12
nor2b,11,11
diode,0,28
inv,6,17
or3,13,13
clkdlybuf4s50,0,28
nor4,125,125
o22a,21,21
nand2b,34,34
No activity file was given, so power comes from the tool's default toggle rates.
